==> design/flow/config.mk <==
export PLATFORM = sky130hd
export DESIGN_NAME = mux3
export DESIGN_NICKNAME = mux3
export VERILOG_FILES = /design/flow/design.v
export SDC_FILE = /design/flow/constraint.sdc
export NUM_CORES = 4
export LEC_CHECK = 1
export CORE_AREA = 10 10 70 70
export DIE_AREA = 0 0 80 80
==> design/flow/run.sh <==
#!/bin/bash
# OpenROAD 26Q1-2900-gdf79404cd8, Yosys 0.63+post, stock flow scripts
make -C /OpenROAD-flow-scripts/flow DESIGN_CONFIG=/design/flow/config.mk WORK_HOME=/design/flow/orfs finish
==> design/flow/constraint.sdc <==
current_design mux3

set clk_period 1.7
set clk_io_pct 0.2

create_clock -name clk0 -period $clk_period

set non_clock_inputs [all_inputs -no_clocks]
set_input_delay [expr $clk_period * $clk_io_pct] -clock clk0 $non_clock_inputs
set_output_delay [expr $clk_period * $clk_io_pct] -clock clk0 [all_outputs]
==> design/flow/design.v <==
module mux3(
							input logic [15:0] keyboard_data, button_data, ir_data,
							input logic [1:0] sel,
							output logic [15:0] SNES_data);
always_comb
	begin
		case(sel)
			2'b00: SNES_data = keyboard_data;
			2'b01: SNES_data = button_data;
			2'b10: SNES_data = ir_data;
			default: SNES_data = 0;
		endcase
	end
endmodule
==> Slide: Implementation Results <==
Synthesis and Place & Route Summary

Power and ir drop
  – Maximum VDD drop: approximately 90 uV
  – Pleak: a little over 0.0005 uW
  – Power per cell area: 225.1 nW/um2

GRT
  – Largest net degree at the start of global routing: 17
  – Total GRT Usage: 7.204%
  – Vias in the first global route: a little over 700
  – Global route overflow: 0
  – First-pass GRT wire length: 3753 um
  – Initial antenna violation count: 1

Cells and area
  – Clock buffer count in the final layout: 0
  – Register area: 0 um2
  – Flops: 0
  – Top Layout Cells: 48 x clkdlybuf4s50_1, 16 x mux2i_1, 16 x o2bb2ai_1
  – Fin cells: roughly 160
  – Design area: ~1200 um2
  – Layout cells sized above 1: 24.79%
  – Layout area overhead: 204.3%
  – Most frequent logic cell in the layout: clkdlybuf4s50_1

Floorplan
  – # IOs: between 60 and 70
  – Row Count: 21
  – Die width: 80 um
  – Total die size: roughly 6400 um2
  – Initial Util: between 10% and 20%
  – Die outline height: 80 um
  – Core ar.: roughly 3400 um2

Logic synthesis
  – Synth Seq Share: 0%
  – Multiplexer share: about two fifths
  – Post-Synth AOI/OAI Area: 36.72%
  – Main logic family: multiplexers
  – Syn_area_per_cell: 9.785 um2
  – Adder-cell share of the synthesized area: 0%
  – Post-synthesis xor/xnor area fraction: 0%
  – Distinct lib cells: 6
  – Yosys Instances: 39
  – Syn. warnings: 1
  – Post-Syn Area: roughly 380 um2
  – Simple share: between 3 and 4%
  – Post-Syn Instances: 39
  – Yosys stat area: approximately 380 um2

Final timing
  – Final Hold Viols: 0
  – Final setup viols: 0
  – Final min period: between 1.5 and 2 ns
  – RSZ-0062 raised after global routing: false
  – Hold WS: between 1 and 1.5 ns
  – Max-Slew Margin vs Limit: 88.23%
  – Fin crit share: between 90% and 100%
  – Fin. max-slew vios: 0
  – Top achievable clock speed: just over 600 MHz
  – Least-Margin Pin Slew: roughly 0.17 ns

Route
  – DRC: 0
  – DR pass1 iterations: 2
  – DR iter-0 viols: 2
  – WL per Instance: between 10 and 15 um
  – Total number of vias: slightly above 600
  – Remaining antenna violation count: 0
  – Vias per cell: around 3.8
  – WL final: approximately 2400 um

Placed design
  – Port Buf Inserts: 66
  – Placed Area: about 1100 um2
  – DP HPWL: between 2000 and 2500 um
  – DP Cell Count: ~150
  – RePlAce Congestion: just over 0.8

Worst setup path
  – Crit path kind: in -> out
  – Data required, critical path: between 1 and 1.5 ns
  – Startpoint types: input pin
  – Worst setup EP type: output port
  – CP max-delay cell: dlygate4sd2_1
  – Max stage delay on crit path: about 0.24 ns
  – Max FO, Critical Path: 3
  – CP arrival: about 1.3 ns
  – Most frequent CP cell: buf_4
  – Crit path cell chain: dlygate4sd2_1, nor2b_4, buf_6, buf_4, buf_4, o2bb2ai_1, buf_2

Clock network
  – CTS Hold Bufs: 0

Hold path
  – Hold WC Path Type: in -> out

Outcome
  – Status: finished clean

Job
  – Total of max-cap violations: 0
  – Log Warnings: 32
-- layer usage --
metal,share of wire [%],up-vias,wire [um],GRT usage [%]
li1,-,322,-,-
met1,41,258,995,8.899
met2,43,41,1052,11.56
met3,15,0,372,3.750
met4,0,0,0,0
met5,0,-,0,0
-- path summary, 6_finish.rpt --
path  startpoint            to  slack (ns)  depth (start not counted)
max       sel[0]  SNES_data[4]        0.05                          7
min       sel[1]  SNES_data[2]        1.23                          5
-- power by group --
part	internal, uW	switching [uW]
sequential	0	0
clock	0.0000786	0
combinational	194	67.1
-- cells in the mapped netlist, drive strengths merged --
cell     number  area share, %
mux2i        16             42
o2bb2ai      16             37
buf           5             17
clkbuf        1           0.98
nor2b         1            3.6
-- kinds of logic after synthesis --
logic type             after synthesis
buffers and inverters                6
multiplexers                        16
AND/OR/NAND/NOR                      1
AND-OR/OR-AND                       16
-- worst max-delay path: cells and delay by family --
kind / cells / cell delay [ns]
buffers and inverters: 5 / 0.73
and+or+nand+nor: 1 / 0.14
AOI/OAI and AO/OA: 1 / 0.11
-- per-stage QoR --
step	TNS (ns)	worst slack [ns]	utilization [%]	power (uW)
6_report	0	0.05348	33.99	261.4
4_1_cts	0	0.04919	33.88	266.0
3_5_place_dp	-8.006	-0.5164	31.69	259.8
2_1_floorplan	0	0.4657	-	71.24
3_3_place_gp	-7.938	-0.5095	31.69	259.9
5_1_grt	0	0.001510	33.99	286.1
-- layout make-up --
type,instances,area (um2)
diodes,1,2.502
well taps,46,57.56
repair buffers,84,787.0
multi-input cells,33,314.1
fillers,360,2255
-- what timing repair did --
| item | 4_1_cts | 5_1_grt |
|---|---|---|
| setup endpoints to repair | 16 | 1 |
| setup buffers | 12 | 0 |
| gates resized | 43 | 1 |
| gates cloned | 1 | 0 |
| pin swaps | 0 | 0 |
No activity file was given, so power comes from the tool's default toggle rates.
