### flow/design.v
module ir_decoder(
	input logic [15:0] ir_data_in,  
	output logic [15:0] ir_data_out  
);
always_comb
        begin
            case(ir_data_in)
			16'h572F: ir_data_out = 16'b0111111111111111;		 
			16'h577F: ir_data_out = 16'b1011111111111111; 	 
			16'h57BF: ir_data_out = 16'b1101111111111111;    
			16'h573F: ir_data_out = 16'b1110111111111111; 	 
			16'h57DF: ir_data_out = 16'b1111011111111111;		 
			16'h575F: ir_data_out = 16'b1111101111111111; 	 
			16'h579F: ir_data_out = 16'b1111110111111111; 	 
			16'h571F: ir_data_out = 16'b1111111011111111; 	 
			16'h57EF: ir_data_out = 16'b1111111101111111; 	 
			16'h576F: ir_data_out = 16'b1111111110111111; 	 
			default:  ir_data_out = 16'b1111111111111111;    
		endcase
        end
endmodule
module IR_top(
	input logic reset, ir_input_data, osc_clk,
	output logic [15:0] IR_output_value
);
	logic slow_clk;
	logic [15:0] ir_data_array;
	clock_counter divider(
		.reset(reset),
		.clk_in(osc_clk),
		.slow_clk(slow_clk)
	);
	ir_FSM IR_data_collection(
		.reset(reset),
		.ir_data(ir_input_data),
		.slow_clk(slow_clk),
		.ir_data_array(ir_data_array)
	);
	ir_decoder IR_data_decoder(
		.ir_data_in(ir_data_array),
	    .ir_data_out(IR_output_value)
	);
endmodule
module clock_counter(
	input logic reset,			 
	input logic clk_in,			 
	output logic slow_clk		 
);
	logic [7:0] clock_counter;	 
	always_ff @ (posedge clk_in, posedge reset)
	begin
		if(reset) clock_counter <= 0;
		else	  clock_counter <= clock_counter + 1;
	end
	assign slow_clk = clock_counter[6];
endmodule
module ir_FSM(
	input logic reset,					 
	input logic ir_data,				 
	input logic slow_clk,				 
	output logic [15:0] ir_data_array	 
	);
	logic [10:0] counter;
	logic [31:0] shift_register;
	logic [5:0] data_count;
	typedef enum logic [2:0] {IDLE, START, COLLECT, VERIFY, REPEAT} statetype;
	statetype [2:0] state, nextstate;
	always_comb
		state <= nextstate;
	always_ff @ (posedge slow_clk)
		begin
			case(state)
				IDLE:
					begin
						ir_data_array = 16'h0000;   
						counter <= 0;
						nextstate <= START;
					end
				START:
					begin
						if(ir_data) 
							begin
								counter <= counter + 1;
								nextstate <= START;
							end
						else if(~ir_data && counter > 10)
							begin
								counter <= 0;
								data_count <= 0;
								nextstate <= COLLECT;
							end
						else
							nextstate <= IDLE;
					end
				COLLECT:
					begin
							if(data_count == 32)
								nextstate <= VERIFY;
							else
								begin
									if(ir_data)
						begin
							counter <= counter + 1;
							nextstate <= COLLECT;
						end
					else 
						begin
							counter <= 0;
							if(counter >= 12 && counter <= 30)
								begin
									counter <= 0;
									shift_register <= {shift_register[30:0], 1'b1};
									data_count <= data_count + 1;
								end
							else if (counter > 6 && counter < 11)
								begin
									counter <= 0;
									shift_register <= {shift_register[30:0], 1'b0};
									data_count <= data_count + 1;
								end
								end	
								nextstate <= COLLECT;
						end
					end
				VERIFY:
					begin
						if( shift_register[3:0]   ^ shift_register[11:8]  == 4'hF &&
							shift_register[7:4]   ^ shift_register[15:12] == 4'hF &&
							shift_register[19:16] ^ shift_register[27:24] == 4'hF &&
							shift_register[23:20] ^ shift_register[31:28] == 4'hF)
							begin
								ir_data_array[3:0] = shift_register[3:0];
								ir_data_array[7:4] = shift_register[7:4];
								ir_data_array[11:8] = shift_register[19:16];
								ir_data_array[15:12] = shift_register[23:20];
								nextstate <= REPEAT;
							end	
						else
							begin
								data_count <= 0;
								nextstate <= IDLE;
							end
					end	
				REPEAT:
					begin
						if(ir_data)    
							begin
								if(counter >= 1000)
									nextstate <= IDLE;
								else if(counter >= 600)
									begin
										counter <= 0;
										nextstate <= COLLECT;
									end
							end
						else
							begin
								if(counter >= 1000)    
									nextstate <= IDLE;
								else
									begin
										counter <= counter + 1;
										nextstate <= REPEAT;
									end
							end
					end
				default: nextstate <= IDLE;
				endcase
		end	
	endmodule
### flow/run.sh
#!/bin/bash
# OpenROAD 26Q1-2900-gdf79404cd8, Yosys 0.63+post, stock flow scripts
make -C /OpenROAD-flow-scripts/flow DESIGN_CONFIG=/design/flow/config.mk WORK_HOME=/design/flow/orfs finish
### flow/config.mk
export PLATFORM = sky130hd
export DESIGN_NAME = IR_top
export DESIGN_NICKNAME = IR_top
export VERILOG_FILES = /design/flow/design.v
export SDC_FILE = /design/flow/constraint.sdc
export NUM_CORES = 4
export LEC_CHECK = 1
export CORE_UTILIZATION = 40
### flow/constraint.sdc
current_design IR_top

set clk_period 2.1
set clk_io_pct 0.2

create_clock -name clk0 -period $clk_period [get_ports {osc_clk}]

set non_clock_inputs [all_inputs -no_clocks]
set_input_delay [expr $clk_period * $clk_io_pct] -clock clk0 $non_clock_inputs
set_output_delay [expr $clk_period * $clk_io_pct] -clock clk0 [all_outputs]
==> results.yml <==
# implementation run metrics
cts:
  insertion_delay_ns: 0.22
  htree_levels: 1
  clock_path_buffers: 2
  ctsHoldBuffers: 0
  clk_pin_slew_ns: 0.04
  cts_tree: "built"
  cts_resized: 0
  cts_root_buf: "clkbuf_8"
  cts_post_setup_buffers_inserted: 0
  cts_buffers: 3
final_layout:
  layout.cells.non_filler: 372
  drive_gt1_share_pct: 4.815
  syn2layout_area_growth_pct: 8.012
  layout_top_cells: "edfxtp_1, nor2_1, and3_1"
  layout_top_cell: "edfxtp_1"
  design_area_sq_um: 3610
detailed_routing:
  dr.first_iter.drc_count: 52
  antenna-diode-count: 0
  ant_nets: 0
  vias: 1861
  totalWireLength_um: 4720
  via_per_inst: 5.003
  drc: 0
  avgRoutedWirePerCell_um: 12.69
  drt-pass1-iter-count: 4
synthesis:
  ys.flop_type: "edfxtp_1"
  yosysWarnings: 3
  area_leaders: "edfxtp_1, dfrtp_1, and3_1"
  synthArstFlopShare_pct: 9.333
  avgSynthCellArea_sq_um: 12.80
  synthesis.area_sq_um: 3342
  synth_flops: 75
  edf_count: 68
  syn_inst: 261
  ys_cells: 261
  yosys_area_sq_um: 3342
  ys_seq_share_pct: 66.34
  yosysUniqueCellTypes: 40
  synth_top_area_share_pct: 61.10
  top_area_cell: "edfxtp_1"
grt:
  gr-total-overflow: 0
  first_global_vias: 1782
  use_met2_pct: 19.36
  use_met3_pct: 1.654
  grt_pass1_wl_um: 8300
  antenna_found_initial: 0
  top_usage_layer: "met1"
  grt_max_degree: 69
  track_usage_pct: 12.49
  met1_usage_pct: 22.08
floorplan:
  io_pins: 19
  rows: 32
  die_y_um: 93.41
  fp.coreArea_sq_um: 7888
  fp_util_pct: 42.37
  die_w_um: 93.41
  chip_area_sq_um: 8724
timing:
  slew-limit-headroom_pct: 56.83
  grt_setup_unrepaired: "no"
  fmax_mhz: 872.9
  finalClockSkew_ns: 0.0002032
  worst_slew_pin_slew_ns: 0.6476
  final_hold_viol_count: 0
  fin_hold_ws_ns: 0.4211
  untimed_endpoints: 146
  setup_viol: 0
  drv_slew: 0
  unclocked_pins: 68
  tns_ns: 0
  min_period_ns: 1.146
  fin_crit_sh_pct: 54.55
power:
  p_leak_nw: 1.281
  p_per_area_nw_per_um2: 92.33
  vdd_drop_max_mv: 0.4586
setup_path:
  crit_slowest_cell: "dfrtp_1"
  worstSetupEndpointType: "flop"
  startpoint: "divider.clock_counter[0]$_DFF_PP0_"
  max_stage_delay_ns: 0.38
  r2r_start: "divider.clock_counter[0]$_DFF_PP0_"
  required_ns: 2.24
  reg2reg_to: "divider.clock_counter[6]$_DFF_PP0_"
  r2r_cells: 4
  crit_type: "flop to flop"
  crit_chain: "ha_1, nand3_1, nor2_1, xor2_1"
  crit_fanout: 4
  r2r_setup_slack_ns: 0.95
  crit_end: "divider.clock_counter[6]$_DFF_PP0_"
  worst_setup_path_start_kind: "flop"
  arrival_ns: 1.28
worst_hold_path:
  worstHoldPathType: "input port to asynchronous set/reset pin"
status:
  status: "finished, final reports clean"
placement:
  place_inst: 368
  gp_congestion: 0.7926
  io_buffers: 12
  place_area_sq_um: 3565
  dp_hpwl_um: 3369
flow_run:
  tool_warnings: 28
  drv_cap: 0
==> registers in the layout, indices dropped and copies added, names as in the netlist <==
signal and cells:
IR_data_collection.data_count 6, IR_data_collection.counter 11, IR_data_collection.shift_register 32, IR_data_collection.ir_data_array 16, IR_data_collection.nextstate 3, divider.clock_counter 7
==> routing by layer <==
layer	part of all wire, %	wire length (um)
met2	45	2144
met3	3.1	147
met4	0	0
met1	51	2428
met5	0	0
==> cells in the mapped netlist, types with 7 or more instances <==
master	instances
edfxtp_1	68
nor2_1	23
and3_1	20
nand2_1	17
nand3_1	14
xnor2_1	11
xor2_1	11
inv_1	9
clkbuf_1	8
a21oi_1	7
dfrtp_1	7
nand4_1	7
==> metrics by stage <==
step	power [W]	util, %	setup slack (ns)
final	0.0003333	45.76	0.9544
after global routing	0.0003558	45.76	0.8903
after CTS	0.0003383	45.76	0.9623
after detailed placement	0.0001548	45.19	0.9841
after global placement	0.0001547	45.19	1.045
after floorplan	0.0001563	-	0.7411
==> logic make-up after synthesis <==
| logic type | count (synthesis) | share of synthesized area (%) |
|---|---|---|
| and+or+nand+nor | 110 | 17.67 |
| AOI/OAI and AO/OA | 22 | 4.568 |
| adders and majority gates | 5 | 1.872 |
| buffers and inverters | 26 | 3.669 |
| DFF | 75 | 66.34 |
| xor gates and xnor gates | 22 | 5.765 |
| other | 1 | 0.1122 |
==> layout make-up <==
cell class	instances	area (sq um)
Clock buffer	4	45.04
Fill cell	696	4278
Inverter	10	37.54
Multi-Input combinational cell	165	1032
Sequential cell	75	2217
Tap cell	102	127.6
Timing Repair Buffer	16	150.1
==> worst max-delay path, delay by kind of cell (launching register included) <==
family	cells	cell delay [ns]
simple gates	2	0.31
xor+xnor	1	0.17
fa+ha+maj	1	0.20
flops	1	0.38
==> power by group <==
| group | internal (W) | switching (W) |
|---|---|---|
| sequential | 0.000137 | 0 |
| combinational | 0.00000581 | 0.00000986 |
| clock | 0.000131 | 0.0000499 |
| total | 0.000274 | 0.0000597 |
==> how the worst min path moves through the flow <==
stage | depth (start not counted) | slack, ns | end
after CTS | 2 | 0.42 | divider.clock_counter[0]$_DFF_PP0_
final | 2 | 0.42 | divider.clock_counter[1]$_DFF_PP0_
after global routing | 2 | 0.44 | divider.clock_counter[5]$_DFF_PP0_
No activity file was given, so power comes from the tool's default toggle rates.
